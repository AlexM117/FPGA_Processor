===== ./design.v =====
module Mux8t1(S, X0, X1, X2, X3, X4, X5, X6, X7, M);
input [2:0] S;  
input [15:0] X0, X1, X2, X3, X4, X5, X6, X7;   
output reg [15:0] M;    
always@ (S, X0, X1, X2, X3, X4, X5, X6, X7) begin
    case(S)     
	 3'b000 : M = X0;    
	 3'b001 : M = X1;    
	 3'b010 : M = X2;    
	 3'b011 : M = X3;    
	 3'b100 : M = X4;    
	 3'b101 : M = X5;    
	 3'b110 : M = X6;
	 3'b111 : M = X7;
	 endcase
end
endmodule 

===== ./run.sh =====
#!/bin/bash
# OpenROAD 26Q1-2900-gdf79404cd8, Yosys 0.63+post, stock flow scripts
make -C /OpenROAD-flow-scripts/flow DESIGN_CONFIG=/design/flow/config.mk WORK_HOME=/design/flow/orfs finish

===== ./config.mk =====
export PLATFORM = sky130hd
export DESIGN_NAME = Mux8t1
export DESIGN_NICKNAME = Mux8t1
export VERILOG_FILES = /design/flow/design.v
export SDC_FILE = /design/flow/constraint.sdc
export NUM_CORES = 4
export LEC_CHECK = 1
export CORE_AREA = 10 10 79 79
export DIE_AREA = 0 0 89 89

===== ./constraint.sdc =====
current_design Mux8t1

set clk_period 4.5
set clk_io_pct 0.2

create_clock -name clk0 -period $clk_period

set non_clock_inputs [all_inputs -no_clocks]
set_input_delay [expr $clk_period * $clk_io_pct] -clock clk0 $non_clock_inputs
set_output_delay [expr $clk_period * $clk_io_pct] -clock clk0 [all_outputs]

==> flow_metrics.py <==
# Auto-generated metrics
metrics = {
    "status": {
        "status": "finished, final reports clean",
    },
    "global_routing": {
        "grt_pass1_vias": 1761,
        "track_usage_pct": 15.57,
        "antenna_found_initial": 0,
        "grt_max_degree": 30,
        "grt_pass1_wl_um": 9660,
        "gr-total-overflow": 0,
    },
    "routing": {
        "drc": 0,
        "dr_wl_met2_um": 3204,
        "top_layer": "met4",
        "wl_per_cell_um": 18.02,
        "wl_met1_um": 2511,
        "vias": 1763,
        "antennaDiodeCount": 0,
        "drt-initial-drc-count": 49,
        "wl_met3_um": 811,
        "drtAntennaViolNets": 0,
        "drt_pass1_iterations": 4,
        "viasPerCell": 4.817,
        "postRouteWirelength_um": 6594,
    },
    "clock_tree": {
        "hold_buffers": 0,
        "cts_resized": 0,
        "post-cts-setup-buffer-count": 0,
    },
    "sta": {
        "worst_slew_pin_slew_ps": 720.4,
        "final_hold_viol_count": 0,
        "fmax_ghz": 0.2456,
        "grt_setup_unrepaired": "no",
        "slew_viol_final": 0,
        "min_period_ps": 4071,
        "setup_viol_count_final": 0,
        "tns_ps": 0,
        "setup_ws_ps": 429.0,
        "max-slew-margin-rel_pct": 51.92,
        "fin_crit_sh_pct": 90.47,
    },
    "synthesis": {
        "syn_inst": 177,
        "yosys_area_um2": 1115,
        "ys_sh_xor_pct": 0,
        "yosysWarningCount": 1,
        "mux_area_share_pct": 14.48,
        "synth.logic.top_family": "AND-OR/OR-AND gates",
        "ys_sh_simple_pct": 32.88,
        "synthAdderAreaFrac_pct": 0,
        "aoi_share_pct": 39.51,
        "ys_cells": 177,
        "synth_area_um2": 1115,
        "synth_seq_share_pct": 0,
        "avgSynthCellArea_um2": 6.298,
        "ys_types": 27,
    },
    "job": {
        "cap_violations": 0,
        "tool_warnings": 33,
    },
    "placement": {
        "dpl.cell_count": 366,
        "post_dp_cell_area_um2": 2559,
        "io_buffers": 147,
        "hpwl_um": 5610,
        "pre_cts_slack_ps": 408.4,
        "gp_congestion": 0.8424,
    },
    "power_and_ir_drop": {
        "p_comb_share_pct": 100.0,
        "switching_power_uw": 69.45,
        "p_per_area_nw_per_um2": 91.96,
        "sw_frac_of_total_pct": 29.51,
        "ir_drop_v": 0.00003543,
        "leakagePower_nw": 0.9694,
        "p_clk_share_pct": 0,
        "p_int_uw": 165.9,
        "seqPwrFrac_pct": 0,
    },
    "final_layout": {
        "fin_cells": 366,
        "seqCellArea_um2": 0,
        "design.seq.count": 0,
        "layout_top_cells": "146 x clkdlybuf4s50_1, 23 x a22oi_1, 20 x nor2_1",
        "postLayoutCellArea_um2": 2559,
        "fillers": 472,
        "area_growth_pct": 129.5,
        "final_common_cell": "clkdlybuf4s50_1",
        "drive_gt1_share_pct": 3.846,
        "n_clock_buffer": 0,
    },
    "floorplanning": {
        "rows": 25,
        "die-area_um2": 7921,
        "coreArea_um2": 4661,
        "io_pins": 147,
        "die_y_um": 89,
        "fp_util_pct": 23.92,
        "die_w_um": 89,
    },
    "setup_path": {
        "cp.required_ps": 3600,
        "worst_path_max_delay_cell": "clkdlybuf4s50_1",
        "crit_path_max_fanout": 15,
        "critPathKind": "input pin to output pin",
        "cp_cell_sequence": "clkdlybuf4s50_1 > nor2_2 > a22oi_1 > a31oi_1 > clkdlybuf4s50_1",
        "arrival_ps": 3170,
        "end_kind": "output pin",
        "critPathLaunchType": "input pin",
        "crit_path_max_incr_delay_ps": 690,
        "path_common_cell": "clkdlybuf4s50_1",
    },
    "worst_hold_path": {
        "holdPathStages": 4,
        "min_from": "X0[11]",
        "hold_class": "input pin to output pin",
        "min_to": "M[11]",
    },
}
-- per-stage QoR --
step	power [mW]	util (%)	hold slack (ps)
after floorplan	0.07769	-	1881
after global placement	0.2368	54.90	2750
after detailed placement	0.2369	54.90	2742
after CTS	0.2382	54.90	2750
after global routing	0.2563	54.90	2762
final	0.2353	54.90	2741
-- worst max path at each step --
stage / to / cells past startpoint / startpoint
CTS: M[2] / 5 / S[0]
finish: M[6] / 5 / S[0]
global route: M[15] / 5 / S[0]
-- cell usage after synthesis --
master,instances,share of area [%]
a21oi_1,12,5.4
a221oi_1,3,2.4
a22o_1,4,3.1
a22oi_1,23,15
a31oi_1,12,6.7
and2_1,1,0.56
and2_2,1,0.67
buf_2,6,2.7
buf_4,4,2.7
buf_6,6,6.1
clkbuf_1,2,0.67
inv_1,3,1.0
mux2_2,1,1.0
mux2i_1,15,13
nand2_1,15,5.1
nand2b_1,15,8.4
nand3_1,11,4.9
nand3b_1,1,0.67
nor2_1,20,6.7
nor2_2,1,0.56
nor2b_1,2,1.1
nor2b_4,2,2.5
nor3_1,1,0.45
nor3b_1,1,0.67
o21ai_0,13,5.8
o22ai_1,1,0.56
or3_1,1,0.56
-- kinds of logic after synthesis --
group | Yosys count
buf+inv | 21
mux | 16
compound gates | 68
simple gates | 72
-- power by group through the flow --
stage / logic [mW] / clock network, mW / registers, mW
4_1_cts: 0.238 / 0 / 0
5_1_grt: 0.256 / 0 / 0
6_report: 0.235 / 0 / 0
-- area by class of cell --
cell class | instances | area [µm²] | share of cell area (%)
timing repair buffer | 153 | 1511 | 59.07
multi-input combinational | 156 | 968.4 | 37.85
tap | 54 | 67.56 | 2.641
inverter | 3 | 11.26 | 0.4401
-- critical path: cells and delay by family --
| family | cells | cell delay [ps] |
|---|---|---|
| AND-OR/OR-AND | 2 | 380 |
| buffers and inverters | 2 | 1200 |
| AND/OR/NAND/NOR | 1 | 690 |
-- per-layer routing --
| metal | up-vias | GRT usage, % |
|---|---|---|
| li1 | 930 | - |
| met1 | 745 | 18.56 |
| met2 | 84 | 26.99 |
| met3 | 4 | 5.969 |
| met4 | 0 | 1.156 |
| met5 | - | 0 |
Power is estimated from default activity; no workload was simulated.
