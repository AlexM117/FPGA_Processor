**./config.mk**
```make
export PLATFORM = sky130hd
export DESIGN_NAME = ALU
export DESIGN_NICKNAME = ALU
export VERILOG_FILES = /design/flow/design.v
export SDC_FILE = /design/flow/constraint.sdc
export NUM_CORES = 4
export LEC_CHECK = 1
export CORE_UTILIZATION = 50
```
**./constraint.sdc**
```tcl
current_design ALU

set clk_period 12.5
set clk_io_pct 0.2

create_clock -name clk0 -period $clk_period

set non_clock_inputs [all_inputs -no_clocks]
set_input_delay [expr $clk_period * $clk_io_pct] -clock clk0 $non_clock_inputs
set_output_delay [expr $clk_period * $clk_io_pct] -clock clk0 [all_outputs]
```
**./design.v**
```verilog
module ALU(s0, A, B, out);
input [2:0] s0;      
input [15:0] A, B;    
output [15:0] out;     
reg [15:0] temp;      
assign out = temp;     
always @(s0, A, B) begin     
   if(s0 == 0) begin
			temp <= 0;
	end
	else if(s0 == 1) begin
		temp <= A + B;
	end
	else if(s0 == 2) begin
		temp <= A - B;
	end
	else if(s0 == 3) begin
		temp <= A;
	end
	else if(s0 == 4) begin
		temp <= A^B;
	end
	else if(s0 == 5) begin
		temp <= A | B;
	end
	else if(s0 == 6) begin
		temp <= A & B;
	end
	else if(s0 == 7) begin
		temp <= A + 1;
	end
end
endmodule 
```
**./run.sh**
```bash
#!/bin/bash
# OpenROAD 26Q1-2900-gdf79404cd8, Yosys 0.63+post, stock flow scripts
make -C /OpenROAD-flow-scripts/flow DESIGN_CONFIG=/design/flow/config.mk WORK_HOME=/design/flow/orfs finish
```
==> results.cfg <==
; yosys + openroad results
[final_layout]
top_register = temp
drive_above_1_share_pct = 5.52
syn2layout_area_growth_pct = 16.2
largest_reg_flops = 16
top_regs = temp: 16 flops
final_cell_mix = inv_1 (50), clkdlybuf4s50_1 (50), ha_1 (48), a21oi_1 (46), nor2_1 (43)

[final_timing]
unclocked_regs = 16
fin_crit_ps = 8730
worstMarginPinSlew_ps = 752
timing.final.crit_share_pct = 69.8
untimed_endpoints = 16
finalHoldViolations = 0
slew_violations = 0
rsz0062_at_grt = false
clock.fmax_mhz = 115
timing.setup.tns_ps = 0
setup_viol_count_final = 0
relSlewSlack_pct = 49.3

[clock_tree]
post_cts_buffers = 0
cts_resized = 0
cts_hold_buf = 0

[critical_path]
critPathLaunch = A[4]
cp-endpoint = out[11]
crit_arrival_ps = 6230
required_ps = 10000
worstPathMaxFanout = 12
cp-start-kind = input port
critPathCaptureType = primary output
worstSetupPathType = input port to primary output

[power]
total_power_uw = 158
p_leak_uw = 0.00170
powerDensity_nw_per_um2 = 40.2
peakVddDrop_v = 0.0000218

[global_routing]
top_usage_layer = met1
use_met2_pct = 43.0
antenna_found_initial = 0
grt_overflow = 0
grt.total_usage_pct = 28.6
use_met3_pct = 5.58
met1_usage_pct = 44.8
grt_pass1_vias = 3039
grt_start_max_net_pins = 67
grt_pass1_wl_mm = 15.8

[synthesis]
ys_chip_area_um2 = 3380
yosys_cells = 485
syn_area_um2 = 3380
synthFlopType = dlxtn_1
synth_area_per_cell_um2 = 6.98
edf_count = 0
syn_inst = 485
synth.distinct_cells = 76
yosys_warnings = 1
numSynthFlops = 16
synthArstFlopShare_pct = 0

[drt]
viasPerCell = 5.98
vias = 3600
antennaDiodeCount = 0
wl_mm = 9.92
drt_pass1_iterations = 22
drtIter0Drc = 283
ant_nets = 0
drc_errors = 0
wire_per_inst_um = 16.5

[die]
row_count = 29
core-area_um2 = 6460
die-height_um = 84.3
dieArea_um2 = 7100
io_pins = 51
die_x_um = 84.3
fp_util_pct = 52.4

[flow_run]
max_cap_violations = 0
warnings = 64

[status]
status = completed

[placed_design]
gp_congestion = 0.958
port_buffers = 51
hpwlAfterDp_mm = 7.42
==> where the power goes <==
part | leakage, uW | switching (uW) | internal [uW]
clock | 0 | 0 | 0
combinational | 0.00157 | 85.0 | 64.8
sequential | 0.000129 | 0.830 | 7.32
==> metrics by stage <==
stage	util [%]	area [um^2]	instances	setup WS, ps
floorplan	-	3440	500	5440
global placement	60.9	3930	602	3820
detailed placement	60.9	3930	602	3820
CTS	60.9	3930	602	3820
global route	60.9	3930	602	3590
finish	60.9	3930	602	3770
==> per-layer routing <==
metal / vias up / wire [um]
li1: 1816 / -
met4: 0 / 47
met5: - / 0
met2: 144 / 4330
met1: 1634 / 4670
met3: 6 / 874
==> synthesized netlist by cell type (3+ instances only) <==
master,n,share of area (%)
mux2i_1,5,1.5
o211ai_1,5,1.1
nand2_1,31,3.4
nand3_1,14,2.1
a21o_1,6,1.3
o221ai_1,3,0.78
nor4_1,4,0.74
buf_1,4,0.44
o21a_1,4,0.89
a211oi_1,12,2.7
o21ai_0,23,3.4
dlxtn_1,16,7.1
o22a_1,3,0.78
a31oi_1,7,1.3
inv_1,50,5.5
nor2_1,43,4.8
nand4_1,4,0.74
o21ai_1,5,0.74
a21oi_1,46,6.8
and2_1,3,0.55
nor2b_1,10,1.8
clkbuf_1,13,1.4
o31ai_1,4,0.89
xor2_1,3,0.78
o21bai_1,6,1.3
a221oi_1,3,0.78
a22oi_1,4,0.89
o22ai_1,5,0.92
nor3_1,13,1.9
ha_1,48,18
buf_2,10,1.5
xnor2_1,18,4.7
a21oi_2,3,0.78
nand3b_1,3,0.67
==> worst max-delay path: stages <==
cell	delay, ps
clkdlybuf4s50_1	610
inv_1	130
ha_1	530
inv_1	100
a221o_1	350
o21ai_1	210
a21oi_1	140
nor4_2	430
a31oi_1	180
a21oi_1	220
dlxtn_1	370
clkdlybuf4s50_1	450
==> layout make-up <==
cell class / instances / area (um^2)
inverter: 50 / 188
timing repair buffer: 55 / 536
fill: 601 / 2530
tap: 77 / 96.3
sequential: 16 / 240
multi-input combinational: 404 / 2870
==> kinds of logic after synthesis <==
kind of cell / after synthesis / share of synthesized area, %
compound gates: 165 / 33.5
other cells: 1 / 0.111
fa+ha+maj: 50 / 18.9
latches: 16 / 7.10
mux: 8 / 3.14
buf+inv: 80 / 9.69
simple gates: 144 / 22.1
xor+xnor: 21 / 5.43
Power figures rest on the tool's default switching activity, not on a simulated workload.
