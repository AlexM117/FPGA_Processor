**flow/design.v**
```verilog
module RegisterFile(W_data, W_addr, W_wr, Ra_addr, Rb_addr, Ra_data, Rb_data, CLK);
input [15:0] W_data;     
input [3:0] W_addr, Ra_addr, Rb_addr;   
input W_wr, CLK;                      
output reg [15:0] Ra_data, Rb_data;    
logic [15:0] regfile [0:15];
assign Ra_data = regfile[Ra_addr];    
assign Rb_data = regfile[Rb_addr];
always@(posedge CLK) begin       
	if(W_wr) begin
		regfile[W_addr] <= W_data;
	end
end
endmodule 
```
**flow/run.sh**
```bash
#!/bin/bash
# OpenROAD 26Q1-2900-gdf79404cd8, Yosys 0.63+post, stock flow scripts
make -C /OpenROAD-flow-scripts/flow DESIGN_CONFIG=/design/flow/config.mk WORK_HOME=/design/flow/orfs finish
```
**flow/config.mk**
```make
export PLATFORM = sky130hd
export DESIGN_NAME = RegisterFile
export DESIGN_NICKNAME = RegisterFile
export VERILOG_FILES = /design/flow/design.v
export SDC_FILE = /design/flow/constraint.sdc
export NUM_CORES = 4
export LEC_CHECK = 1
export CORE_UTILIZATION = 30
```
**flow/constraint.sdc**
```tcl
current_design RegisterFile

set clk_period 3.0
set clk_io_pct 0.2

create_clock -name clk0 -period $clk_period [get_ports {CLK}]

set non_clock_inputs [all_inputs -no_clocks]
set_input_delay [expr $clk_period * $clk_io_pct] -clock clk0 $non_clock_inputs
set_output_delay [expr $clk_period * $clk_io_pct] -clock clk0 [all_outputs]
```
==> impl_metrics.env <==
# physical design summary
export IMPL_synth_stat_cells=553
export IMPL_maxSlewViolCount=0
export IMPL_antenna_cells=0
export IMPL_crit_start="Rb_addr[0]"
export IMPL_ant_nets=0
export IMPL_firstDrtPassIters=4
export IMPL_combGateArea_sq_um=3830
export IMPL_power_mw=8.17
export IMPL_cp_start_kind="input port"
export IMPL_core_rowCount=72
export IMPL_place_inst=1141
export IMPL_fillers=3447
export IMPL_area_growth_pct=23.7
export IMPL_whs_path_depth=3
export IMPL_status="finished clean"
export IMPL_gp_congestion=0.773
export IMPL_via_per_inst=5.22
export IMPL_grt_pass1_wl_microns=42800
export IMPL_place_area_sq_um=13400
export IMPL_fin_ws_ns=0.0684
export IMPL_avgSynthCellArea_sq_um=21.2
export IMPL_die_area_sq_um=39900
export IMPL_die_y_microns=200
export IMPL_p_per_area_nw_per_um2=563
export IMPL_clkSinkCount=256
export IMPL_synthesis_area_sq_um=11700
export IMPL_timing_hold_violations_final=0
export IMPL_pin_count=62
export IMPL_timing_fmax_ghz=0.341
export IMPL_use_met3_pct=12.8
export IMPL_clk_root_buffer_cell="clkbuf_16"
export IMPL_cts_tree="built"
export IMPL_grt_use_met1_pct=18.9
export IMPL_grt_remaining_overflow=0
export IMPL_routed_wirelength_microns=29400
export IMPL_common_cells="edfxtp_1 (256), mux4_2 (102), a22oi_1 (64)"
export IMPL_vdd_ir_drop_max_mv=0.418
export IMPL_ys_types=23
export IMPL_grt_max_degree=30
export IMPL_hold_buffers=0
export IMPL_grt_pass1_vias=7030
export IMPL_crit_path_max_fanout=14
export IMPL_vias=6261
export IMPL_end_kind="primary output"
export IMPL_p_int_mw=6.50
export IMPL_yosysMostFrequentCell="edfxtp_1"
export IMPL_flop_cell="edfxtp_1"
export IMPL_power_frac_seq_pct=49.5
export IMPL_largestRegisters="regfile x256"
export IMPL_grt_use_total_pct=16.2
export IMPL_p_leak_nw=4.70
export IMPL_yosysWarnings=3
export IMPL_combPwrFrac_pct=9.7
export IMPL_register_area_sq_um=7690
export IMPL_htreeDepth=1
export IMPL_required_ns=2.40
export IMPL_setup_viol=0
export IMPL_postLayoutCellArea_sq_um=14500
export IMPL_log_warning_count=25
export IMPL_largest_reg_flops=256
export IMPL_drive_gt1_share_pct=34.7
export IMPL_ys_seq_share_pct=65.5
export IMPL_post_route_period_util_pct=97.7
export IMPL_pre_cts_ws_ns=0.0319
export IMPL_ys_ff=256
export IMPL_dp_hpwl_microns=17400
export IMPL_busiest_layer="met2"
export IMPL_critPathKind="in2out"
export IMPL_syn_instance_count=553
export IMPL_min_period_ns=2.93
export IMPL_async_flop_share_pct=0
export IMPL_worstHoldStart="W_addr[2]"
export IMPL_cp_arrival_ns=2.33
export IMPL_enable_flop_cells=256
export IMPL_drv_cap=0
export IMPL_top_area_share_pct=65.5
export IMPL_yosys_area_sq_um=11700
export IMPL_top_area_cell="edfxtp_1"
export IMPL_whs_ns=0.989
export IMPL_core_sq_um=38600
export IMPL_fp_dieW_microns=200
export IMPL_avgRoutedWirePerCell_microns=24.6
export IMPL_power_frac_clock_pct=40.8
export IMPL_io_buffers=61
export IMPL_clockBufferDepth=3
export IMPL_switching_share_pct=20.4
export IMPL_cts_inserted_buffers=26
export IMPL_top_cells_by_area="edfxtp_1 (66%), mux4_2 (20%), mux4_1 (5.4%)"
export IMPL_drc=0
export IMPL_instances_no_fill=1199
export IMPL_drtIter0Drc=277
export IMPL_net_switching_power_mw=1.67
export IMPL_cts_clk_slew_worst_paths_ns=0.06
export IMPL_timing_slew_headroom_pct=63.1
export IMPL_grtUsageMet2_pct=23.8
export IMPL_fp_util_pct=30.3
export IMPL_tightest_slew_ns=0.552
export IMPL_hp_class="in2reg"
export IMPL_regMostFlops="regfile"
export IMPL_grt_antenna_before_repair=0
[worst max-delay path, stage by stage]
cell and delay [ns]:
buf_6 0.17, buf_12 0.18, buf_4 0.15, mux4_2 0.49, a22oi_1 0.20, nand2_1 0.10, clkdlybuf4s50_1 0.42
[kinds of logic after synthesis]
group           after synthesis  synth area share (%)
compound gates               64                  4.10
mux                         128                  25.4
buf+inv                      42                  2.62
simple gates                 63                  2.35
flops                       256                  65.5
[through the flow]
stage	utilization (%)	TNS [ns]
after floorplan	-	0
after global placement	34.7	0
after CTS	37.0	0
after global routing	37.5	-0.00930
final	37.5	0
after detailed placement	34.7	0
[area by class of cell]
class	instances	area share (%)
Multi-Input combinational cell	255	26.4
Clock inverter	12	1.25
Tap cell	518	4.47
Clock buffer	32	4.79
Timing Repair Buffer	126	10.1
Sequential cell	256	53.0
[layer usage]
layer	part of all wire, %	wire length, microns
met4	2.0	599
met5	0.16	48
met2	46	13500
met1	35	10300
met3	17	5020
[cell usage in the layout, fill, tap and decap left out]
cell,count
and2_1,2
bufinv_16,5
buf_6,4
buf_2,2
dlymetal6s2s_1,3
nand3b_1,2
clkinv_1,3
buf_12,24
nand2_1,33
a22oi_2,4
nand2b_1,2
nor3_2,4
mux4_4,2
nand3_1,1
clkbuf_1,5
buf_4,36
or3b_2,1
edfxtp_1,256
nor2_2,14
clkbuf_16,30
a22oi_1,60
mux4_2,102
nor2b_2,1
clkinv_2,4
mux4_1,24
nor2b_4,3
clkdlybuf4s50_1,54
[worst paths after layout]
| kind | end | slack, ns |
|---|---|---|
| setup / recovery | Rb_data[8] | 0.07 |
| hold / removal | regfile[13][7] | 0.99 |
[what timing repair did]
| item | in CTS | in global routing |
|---|---|---|
| resized | 0 | 14 |
| setup endpoints to repair | 0 | 16 |
| buffers inserted | 0 | 11 |
[power by group through the flow]
stage         clock (mW)  combinational (mW)  sequential, mW
global route        3.53               0.856            4.05
finish              3.34               0.791            4.04
CTS                 3.41               0.771            4.04
